[/design/flow/config.mk]
export PLATFORM = sky130hd
export DESIGN_NAME = Top_Upcounter
export DESIGN_NICKNAME = Top_Upcounter
export VERILOG_FILES = /design/flow/design.v
export SDC_FILE = /design/flow/constraint.sdc
export NUM_CORES = 4
export LEC_CHECK = 1
export CORE_UTILIZATION = 40
[/design/flow/constraint.sdc]
current_design Top_Upcounter

set clk_period 5.9
set clk_io_pct 0.2

create_clock -name clk0 -period $clk_period [get_ports {clk}]

set non_clock_inputs [all_inputs -no_clocks]
set_input_delay [expr $clk_period * $clk_io_pct] -clock clk0 $non_clock_inputs
set_output_delay [expr $clk_period * $clk_io_pct] -clock clk0 [all_outputs]
[/design/flow/design.v]
`timescale 1ns / 1ps
module Top_Upcounter (
    input clk,
    input reset,
    input btn_run_stop,         
    input btn_clear,              
    output [3:0] seg_comm,
    output [7:0] seg
);
    wire [$clog2(100)-1:0] msec_count;
    wire [$clog2(60)-1:0] sec_count;
    wire w_tick_100hz, w_run_stop, w_clear;
    wire o_btn_run_stop, o_btn_clear;
    btn_debounce U_btn_debounce_run_stop (
        .clk(clk),
        .reset(reset),
        .i_btn(btn_run_stop),
        .o_btn(o_btn_run_stop)
    );  
    btn_debounce U_btn_debounce_clear (
        .clk(clk),
        .reset(reset),
        .i_btn(btn_clear),
        .o_btn(o_btn_clear)
    );
    tick_100hz U_tick_100hz(
        .clk(clk),
        .reset(reset),
        .run_stop(w_run_stop),
        .o_tick_100hz(w_tick_100hz)
    );
    counter_tick_msec U_counter_tick_msec(
        .clk(clk),
        .reset(reset),
        .clear(w_clear),
        .tick(w_tick_100hz),
        .counter(msec_count)
    );
    counter_tick_sec U_counter_tick_sec(
        .clk(clk),
        .reset(reset),
        .clear(w_clear),
        .tick(w_tick_100hz),
        .counter(sec_count)
    );
    control_unit U_Control_unit (
        .clk(clk),
        .reset(reset),
        .i_run_stop(o_btn_run_stop),   
        .i_clear(o_btn_clear),
        .o_run_stop(w_run_stop),
        .o_clear(w_clear)
    );
    fnd_controller U_fnd_cntl (
        .clk(clk),
        .reset(reset),
        .bcd_msec(msec_count),
        .bcd_sec(sec_count),   
        .seg(seg),
        .seg_comm(seg_comm)
    );
endmodule
module tick_100hz(
    input clk,
    input reset,
    input run_stop,
    output o_tick_100hz
);
    reg [$clog2(1_000_000) - 1 : 0] r_cnt;
    reg r_tick_100hz;
    assign o_tick_100hz = r_tick_100hz;
    always @(posedge clk, posedge reset) begin
        if (reset) begin 
            r_cnt <= 0;
        end else begin
            if (run_stop == 1'b1) begin
                if (r_cnt == 1_000_000-1) begin     
                    r_cnt <= 0;  
                    r_tick_100hz <= 1'b1;                                         
                end 
                else begin
                    r_cnt <= r_cnt + 1;
                    r_tick_100hz <= 1'b0;
                end
            end 
        end
    end
endmodule
module counter_tick_msec(
    input clk,
    input reset,
    input clear,
    input tick,
    output [$clog2(100) - 1 : 0]  counter
);
    reg [$clog2(100) - 1 : 0] counter_reg ,  counter_next;
    assign counter = counter_reg;
    always @(posedge clk, posedge reset) begin
        if (reset) 
            counter_reg <= 0;
        else 
            counter_reg <= counter_next;        
    end
    always @(*) begin
        counter_next = counter_reg;   
        if (clear == 1'b1) begin
            counter_next = 0;
        end 
        else if (tick == 1'b1) begin                        
            if (counter_reg == 100 -1)
                counter_next = 0;
            else 
                counter_next = counter_reg + 1;
        end     
    end
endmodule
module counter_tick_sec(
    input clk,
    input reset,
    input clear,
    input tick,  
    output [$clog2(60) - 1 : 0]  counter
);
    reg [$clog2(60) - 1 : 0] counter_reg, counter_next;
    reg [6:0] tick_count;   
    assign counter = counter_reg;
    always @(posedge clk, posedge reset) begin
        if (reset) begin
            counter_reg <= 0;
            tick_count <= 0;
        end 
        else begin
            counter_reg <= counter_next;
            if (tick) begin
                if (tick_count == 99)   
                    tick_count <= 0;
                else
                    tick_count <= tick_count + 1;
            end
        end
    end
    always @(*) begin
        counter_next = counter_reg;   
        if (clear == 1'b1) begin
            counter_next = 0;
        end 
        else if (tick && tick_count == 99) begin   
            if (counter_reg == 60 - 1)
                counter_next = 0;
            else 
                counter_next = counter_reg + 1;
        end     
    end
endmodule
module control_unit (
    input clk,
    input reset,
    input i_run_stop,   
    input i_clear,
    output reg o_run_stop,
    output reg o_clear
);
    parameter STOP = 3'b000, RUN = 3'b001, CLEAR = 3'b010;
    reg [2:0] state, next;
    always @(posedge clk, posedge reset) begin
        if (reset) begin
            state <= STOP;
        end else begin
            state <= next;
        end
    end
    always @(*) begin
        next = state;
        case (state)
            STOP: begin
                if (i_run_stop == 1'b1) begin
                    next = RUN;
                end 
                else if (i_clear == 1'b1) begin
                    next = CLEAR;
                end 
                else begin
                    next = state;
                end
            end
            RUN: begin
                if (i_run_stop == 1'b1) begin
                    next = STOP;
                end 
                else begin
                    next = state;
                end
            end
            CLEAR: begin
                if (i_clear == 1'b1) begin
                    next = STOP;
                end
            end
            default: begin
                next = state;
            end
        endcase
    end
    always @(*) begin
        o_run_stop = 1'b0;
        o_clear = 1'b0;
        case (state)
            STOP: begin
                o_run_stop = 1'b0;
                o_clear = 1'b0;
            end
            RUN: begin
                o_run_stop = 1'b1;
                o_clear = 1'b0;
            end
            CLEAR: begin
                o_clear    = 1'b1;
            end
            default: begin
                o_run_stop = 1'b0;
                o_clear = 1'b0;
            end
        endcase
    end
endmodule
`timescale 1ns / 1ps
module btn_debounce (
    input clk,
    input reset,
    input i_btn,
    output o_btn
);
    reg state, next;
    reg [7:0] q_reg , q_next;
    reg edge_detect;
    wire btn_deb;
    reg [$clog2(100_000) - 1 : 0] counter;
    reg r_1khz;
    always @(posedge clk, posedge reset) begin
        if (reset) begin
            counter <= 0;
            r_1khz <= 1'b0;
        end
        else if (counter == 100_000 - 1) begin
            counter <= 0;
            r_1khz <= 1'b1;
        end
        else begin  
            counter <= counter + 1;
            r_1khz <= 1'b0;
        end                   
    end
    always @(posedge r_1khz, posedge reset) begin
        if (reset)  begin
            q_reg <= 0;
        end
        else begin
            q_reg <= q_next;  
        end      
    end
    always @(r_1khz, i_btn) begin
        q_next = {i_btn, q_reg[7:1]};   
    end
    assign btn_deb = &q_reg; 
    always @(posedge clk, posedge reset) begin
        if (reset) begin
            edge_detect <= 1'b0 ;
        end else begin
            edge_detect <= btn_deb;
        end
    end
    assign o_btn = btn_deb & (~ edge_detect);
endmodule 
`timescale 1ns / 1ps
module fnd_controller (
    input clk,
    input reset,
    input [7:0] bcd_msec,
    input [6:0] bcd_sec,
    output [7:0] seg,
    output [3:0] seg_comm
);
    wire [3:0] w_bcd, w_digit_1_msec, w_digit_10_msec, w_digit_1_sec, w_digit_10_sec;
    wire [1:0] w_seg_sel;
    wire w_clk_100hz;
    clk_divider U_Clk_Divider (
        .clk(clk),
        .reset(reset),
        .o_clk(w_clk_100hz)
    );
    counter_4 U_Counter_4 (
        .clk  (w_clk_100hz),
        .reset(reset),
        .o_sel(w_seg_sel)
    );
    decoder_2x4 U_decoder_2x4 (
        .seg_sel (w_seg_sel),
        .seg_comm(seg_comm)
    );
    digit_splitter #(.cnt(100)) U_Digit_Splitter_msec (
        .bcd(bcd_msec),
        .digit_1(w_digit_1_msec),
        .digit_10(w_digit_10_msec)
    );
    digit_splitter #(.cnt(60)) U_Digit_Splitter_sec (
        .bcd(bcd_sec),
        .digit_1(w_digit_1_sec),
        .digit_10(w_digit_10_sec)
    );
    mux_4x1 U_Mux_4x1 (
        .sel(w_seg_sel),
        .digit_1(w_digit_1_msec),
        .digit_10(w_digit_10_msec),
        .digit_100(w_digit_1_sec),
        .digit_1000(w_digit_10_sec),
        .bcd(w_bcd)
    );
    bcdtoseg U_bcdtoseg (
        .bcd(w_bcd),   
        .seg(seg)
    );
endmodule
module clk_divider (
    input  clk,
    input  reset,
    output o_clk
);
    parameter FCOUNT = 500_000 ; 
    reg [$clog2(FCOUNT)-1:0] r_counter;
    reg r_clk;
    assign o_clk = r_clk;
    always @(posedge clk, posedge reset) begin
        if (reset) begin   
            r_counter <= 0;   
            r_clk <= 1'b0;
        end else begin
            if (r_counter == FCOUNT - 1) begin
                r_counter <= 0;
                r_clk <= 1'b1;   
            end else begin
                r_counter <= r_counter + 1;
                r_clk <= 1'b0;   
            end
        end
    end
endmodule
module counter_4 (
    input        clk,
    input        reset,
    output [1:0] o_sel
);
    reg [1:0] r_counter;
    assign o_sel = r_counter;
    always @(posedge clk, posedge reset) begin
        if (reset) begin
            r_counter <= 0;
        end else begin
            r_counter <= r_counter + 1;
        end
    end
endmodule
module decoder_2x4 (
    input [1:0] seg_sel,
    output reg [3:0] seg_comm
);
    always @(seg_sel) begin
        case (seg_sel)
            2'b00:   seg_comm = 4'b1110;
            2'b01:   seg_comm = 4'b1101;
            2'b10:   seg_comm = 4'b1011;
            2'b11:   seg_comm = 4'b0111;
            default: seg_comm = 4'b1110;
        endcase
    end
endmodule
module digit_splitter #(parameter cnt=100) (
    input  [$clog2(cnt)-1:0] bcd,
    output [3:0] digit_1,
    output [3:0] digit_10
);
    assign digit_1 = bcd % 10;   
    assign digit_10 = bcd / 10 % 10;   
endmodule
module mux_4x1 (
    input  [1:0] sel,
    input  [3:0] digit_1,
    input  [3:0] digit_10,
    input  [3:0] digit_100,
    input  [3:0] digit_1000,
    output [3:0] bcd
);
    reg [3:0] r_bcd;
    assign bcd = r_bcd;
    always @(sel, digit_1, digit_10, digit_100, digit_1000) begin
        case (sel)
            2'b00:   r_bcd = digit_1;
            2'b01:   r_bcd = digit_10;
            2'b10:   r_bcd = digit_100;
            2'b11:   r_bcd = digit_1000;
            default: r_bcd = 4'bx;
        endcase
    end
endmodule
module bcdtoseg (
    input [3:0] bcd,   
    output reg [7:0] seg
);
    always @(bcd) begin
        case (bcd)
            4'h0: seg = 8'hc0;
            4'h1: seg = 8'hF9;
            4'h2: seg = 8'hA4;
            4'h3: seg = 8'hB0;
            4'h4: seg = 8'h99;
            4'h5: seg = 8'h92;
            4'h6: seg = 8'h82;
            4'h7: seg = 8'hf8;
            4'h8: seg = 8'h80;
            4'h9: seg = 8'h90;
            4'hA: seg = 8'h88;
            4'hB: seg = 8'h83;
            4'hC: seg = 8'hc6;
            4'hD: seg = 8'ha1;
            4'hE: seg = 8'h86;
            4'hF: seg = 8'h8E;
            default: seg = 8'hff;
        endcase
    end
endmodule
[/design/flow/run.sh]
#!/bin/bash
# OpenROAD 26Q1-2900-gdf79404cd8, Yosys 0.63+post, stock flow scripts
make -C /OpenROAD-flow-scripts/flow DESIGN_CONFIG=/design/flow/config.mk WORK_HOME=/design/flow/orfs finish
==> run_results.csv <==
group,metric,value,unit
global_route,grt_overflow,0,
worst_setup_path,path_buffers,1,
power_and_ir_drop,powerDensity,175,nW/µm²
sta,skew,0.00620,ns
worst_setup_path,path_delay_family,"simple AND/OR/NAND/NOR gates",
cells_and_area,layoutNonFillerInstCount,978,
drt,vias,5280,
worst_setup_path,critPathArrivalTime,4.52,ns
clock_tree,clock.latency.late_pin,0.34,ns
cells_and_area,largestRegisters,"U_tick_100hz.r_cnt x20, U_fnd_cntl.U_Clk_Divider.r_counter x19",
drt,drt-pass1-iter-count,5,
synthesis,syn_area_per_cell,9.34,µm²
sta,relSlewSlack,30.6,%
floorplanning,die_area,17600,µm²
hold_path,hold_end,"U_btn_debounce_clear.counter[4]",
worst_setup_path,worstSetupEndpointType,"primary output",
placement,post-place-cells,948,
clock_tree,postCtsHoldBufs,0,
sta,unclocked_pins,18,
power_and_ir_drop,peakVddDrop,0.162,mV
worst_setup_path,crit_cells,15,
sta,finalCriticalPeriod,5.70,ns
worst_setup_path,cp_cell_sequence,"nor3_1, a21oi_1, ha_1, nand2b_1, o21ai_4, o2111ai_4, and2_4, o21ai_1, a32oi_2, nand2_1, o22ai_1, or4_4, or3_1, o221a_2, clkdlybuf4s50_1",
placement,portBuffers,14,
floorplanning,die_x,133,µm
synthesis,synth_area_leader_cell,"dfrtp_1",
power_and_ir_drop,total_power,1.35,mW
synthesis,ys_area,6820,µm²
worst_setup_path,crit_type,"reg -> out",
cells_and_area,largest_reg_flops,20,
job,cap_violations,0,
cells_and_area,drive_gt1_share,13.2,%
synthesis,area_leaders,"dfrtp_1 (43%), nor2_1 (4.8%), xnor2_1 (4.8%), nand2_1 (4.6%), ha_1 (4.6%)",
placement,gp_congestion,0.921,
synthesis,yosysMostFrequentCell,"dfrtp_1",
global_route,grt_pass1_vias,4857,
cells_and_area,fillers,1489,
drt,drt_wl_total,12.9,mm
worst_setup_path,r2r_end,"U_counter_tick_sec.counter_reg[3]",
worst_setup_path,slowest_stage,"or4_4",
status,status,"complete, no violations",
power_and_ir_drop,leakage,3.22,nW
sta,final-hold-violation-count,0,
synthesis,synthFlopType,"dfrtp_1",
worst_setup_path,timing.rr.start,"U_tick_100hz.r_tick_100hz",
worst_setup_path,critPathMaxFanout,7,
floorplanning,initCoreUtil,41.0,%
synthesis,top_cells_by_count,"dfrtp_1 (118), nor2_1 (87), nand2_1 (84), nand3_1 (49), xnor2_1 (37)",
sta,worstMarginPinSlew,1.03,ns
synthesis,syn_inst,730,
drt,ant_nets,0,
synthesis,yosysUniqueCellTypes,77,
cells_and_area,max_flop_register,"U_tick_100hz.r_cnt",
global_route,grt_first_pass_wirelength,22.0,mm
floorplanning,core.rowCount,47,
worst_setup_path,r2r_cells,6,
hold_path,hold_class,"reg -> reg",
worst_setup_path,start_kind,"flip-flop",
drt,diodes,0,
drt,route.detailed.drc,0,
clock_tree,cts_buffer_depth,2,
placement,hpwl,8.88,mm
synthesis,ys_async_sr_fraction,99.2,%
clock_tree,numCtsBuffers,9,
clock_tree,htreeDepth,3,
clock_tree,clk_pin_slew,0.06,ns
synthesis,ys_ff,120,
drt,via_per_inst,5.40,
floorplanning,die_h,133,µm
global_route,antenna_found_initial,0,
synthesis,top_area_share,43.3,%
hold_path,holdPathStages,1,
hold_path,worstHoldStart,"U_btn_debounce_clear.counter[4]",
floorplanning,coreArea,16600,µm²
global_route,grt_max_degree,48,
worst_setup_path,max_stage_delay,0.62,ns
drt,drt_iter0_drc,254,
synthesis,netlist_area,6820,µm²
sta,fmax,0.175,GHz
worst_setup_path,cp.required,4.72,ns
sta,setup_viol,0,
sta,untimed_endpoints,24,
synthesis,yosysWarningCount,14,
synthesis,ys_cells,730,
sta,drv_slew,0,
synthesis,edf_count,1,
floorplanning,io_pins,16,
clock_tree,cts_tree,"built",
clock_tree,cts_root_buf,"clkbuf_16",
sta,period_used_share,96.6,%
cells_and_area,area_growth,13.4,%
drt,wl_per_cell,13.1,µm
job,tool_warnings,38,
worst_setup_path,ff2ff_setup_slack,3.59,ns
sta,fin_tns_setup,0,ns
synthesis,postSynthSeqShare,44.1,%
global_route,grt_use_total,15.1,%
[metal layers]
metal	wire [µm]	track usage, %	vias to the layer above
li1	-	-	2623
met1	6500	25.1	2548
met2	5810	22.2	92
met3	363	1.91	17
met4	193	2.17	0
met5	0	0	-
[stage by stage]
| stage | instance area, µm² | worst slack (ns) | util (%) | hold WS (ns) |
|---|---|---|---|---|
| finish | 7730 | 0.198 | 46.5 | 0.475 |
| global route | 7730 | -0.0811 | 46.5 | 0.487 |
| CTS | 7500 | 0.0328 | 45.0 | 0.476 |
| detailed placement | 7160 | 0.105 | 43.0 | 0.463 |
| global placement | 7160 | 0.237 | 43.0 | 0.462 |
| floorplan | 6820 | 0.860 | - | 0.446 |
[cells in the final DEF (no fill, tap or decap), types with 7 or more instances in the layout]
cell type / netlist / routed
nor2_1: 87 / 85
xnor2_1: 37 / 37
ha_1: 25 / 23
dfrtp_1: 118 / 115
buf_4: 2 / 25
clkbuf_16: 0 / 9
inv_1: 26 / 24
o21ai_0: 32 / 29
or3_1: 8 / 8
o22ai_1: 7 / 7
mux2i_1: 14 / 14
nand2_1: 84 / 82
xor2_1: 29 / 29
a21oi_1: 19 / 18
mux2_2: 7 / 7
nor4b_1: 7 / 7
clkdlybuf4s50_1: 0 / 14
nand3_1: 49 / 49
a31oi_1: 9 / 9
nand4_1: 20 / 20
nor2b_1: 10 / 9
nor3_1: 21 / 20
[what timing repair did]
item,4_1_cts,5_1_grt
resized,4,34
hold endpoints to repair,0,0
pin swaps,0,11
cloned,0,1
buffers inserted,0,13
endpoints found under the setup margin,7,7
[worst max-delay path by stage]
stage	end	start
5_1_grt	seg[6]	U_counter_tick_sec.counter_reg[5]
6_report	seg[0]	U_counter_tick_sec.counter_reg[5]
4_1_cts	seg[0]	U_counter_tick_sec.counter_reg[5]
[cell type report]
class                      instances  area (µm²)  share of cell area [%]
clock buffer                      13         260                    3.37
timing repair buffer              39         328                    4.24
multi-input combinational        557        3690                    47.7
inverter                          26         100                    1.29
sequential                       120        3010                    39.0
clock inverter                     3        67.6                   0.874
tap                              220         275                    3.56
[logic make-up (layout without fill, tap and decap cells)]
group	after synthesis	after routing	synth area share (%)
other	1	1	0.0550
DFF	120	120	44.1
adders and majority gates	25	25	4.59
muxes	22	22	3.43
and+or+nand+nor	318	319	22.2
buffers and inverters	54	81	3.96
xor gates and xnor gates	66	66	8.47
AOI/OAI and AO/OA	124	124	13.2
[power by group]
group	switching (mW)	internal, mW
Combinational	0.0153	0.00270
Sequential	0	0.700
Clock	0.241	0.395
Total	0.256	1.10
Power is estimated from default activity; no workload was simulated.

==> design.v <==
`timescale 1ns / 1ps
module full_adder_4bit(
    input [3:0] a,b,
    input cin,
    output [3:0] s,
    output cout
);
    wire [3:1] c;
    full_adder u_FA1(
        .a(a[0]),
        .b(b[0]),
        .cin(cin),
        .s(s[0]),
        .c(c[1])
    );
    full_adder u_FA2(
        .a(a[1]),
        .b(b[1]),
        .cin(c[1]),
        .s(s[1]),
        .c(c[2])
    );
    full_adder u_FA3(
        .a(a[2]),
        .b(b[2]),
        .cin(c[2]),
        .s(s[2]),
        .c(c[3])
    );
    full_adder u_FA4(
        .a(a[3]),
        .b(b[3]),
        .cin(c[3]),
        .s(s[3]),
        .c(cout)
    );
endmodule 
module full_adder(
    input a, b, cin,
    output s, c
);
    wire w_s, w_c1, w_c2;
    assign c = w_c1 | w_c2;
    half_adder u_HA1 (
        .a(a),
        .b(b),
        .s(w_s),
        .c(w_c1)
    );
    half_adder u_HA2 (
        .a(w_s),
        .b(cin),
        .s(s),
        .c(w_c2)
    );
endmodule
module half_adder(
    input a,b,
    output s,c
);
    assign s =  a ^ b;
    assign c =  a & b;
endmodule
==> run.sh <==
#!/bin/bash
# OpenROAD 26Q1-2900-gdf79404cd8, Yosys 0.63+post, stock flow scripts
make -C /OpenROAD-flow-scripts/flow DESIGN_CONFIG=/design/flow/config.mk WORK_HOME=/design/flow/orfs finish
==> config.mk <==
export PLATFORM = sky130hd
export DESIGN_NAME = full_adder_4bit
export DESIGN_NICKNAME = full_adder_4bit
export VERILOG_FILES = /design/flow/design.v
export SDC_FILE = /design/flow/constraint.sdc
export NUM_CORES = 4
export LEC_CHECK = 1
export CORE_AREA = 10 10 70 70
export DIE_AREA = 0 0 80 80
==> constraint.sdc <==
current_design full_adder_4bit

set clk_period 5.0
set clk_io_pct 0.2

create_clock -name clk0 -period $clk_period

set non_clock_inputs [all_inputs -no_clocks]
set_input_delay [expr $clk_period * $clk_io_pct] -clock clk0 $non_clock_inputs
set_output_delay [expr $clk_period * $clk_io_pct] -clock clk0 [all_outputs]
==> flow_results.org <==
#+TITLE: Physical design notes

** Route
- # diodes :: 0
- The detailed router placed 134 vias in this run.
- DRC errors left :: 0
- Average wire length per cell after detail routing :: 6.07 µm
- Detailed-route iteration 0 reported a violation count of 0.
- In the log, the iteration count for the first detailed-route pass is 1.
- Via/cell ratio :: 1.81
- The final layout contains routed wiring with a total length of 449 µm.
- Tally of nets with antenna violations remaining after routing :: 0

** Layout
- Fraction of the core area covered by cells at the end of the flow :: 9.23%
- The design has 0 sequential cells.
- Share of cells above drive strength 1 :: 0%
- Register area :: 0 µm²
- Compared with the post-synthesis result, the final layout area differs by 114%.
- Number of standard cells in the final layout excluding fillers :: 74
- Total of clock buffers placed in the layout :: 0

** Power and ir drop
- Final Power :: 28.7 µW
- P_leak :: 0.137 nW
- Per the summary, power density relative to cell area is 90.9 nW/µm².
- In this run the VDD rail shows a maximum IR drop of 0.0226 mV.

** Placed design
- Total placed cells including tap cells :: 74
- At the end of routability-driven placement, the weighted congestion stood at 0.795.
- During placement, the flow inserted port buffers numbering 14.
- Detailed placement ended at an HPWL of 450 µm.

** Yosys
- Fraction of synthesized cell area taken by the top area cell type :: 54.2%
- Instance tally after logic synthesis :: 18
- Number of standard cells reported by yosys :: 18
- Cell with the most instances after synthesis :: inv_1
- Netlist area before placement :: 148 µm²
- In the post-synthesis netlist, the biggest area contributors are fa_1 54%, inv_1 25%, buf_4 20%.
- Post-synthesis, Yosys gives the total cell area as 148 µm².
- Yosys printed 0 warnings.
- Post-synth cell types :: 3
- Mapped Avg Cell Area :: 8.20 µm²
- Sequential element share of the synthesized area :: 0%
- Yosys reports that the most numerous cell types are 10 x inv_1, 4 x buf_4, 4 x fa_1.
- Largest area contributor in the synthesized netlist :: fa_1

** Timing
- In the final report, the number of hold violations comes to 0.
- Number of max-slew violations in the final report :: 0
- Based on the critical path, the design can be clocked at up to 224 MHz.
- Summed negative setup slack over all endpoints :: 0 ns
- At the pin with the least slew margin, the transition time is 0.105 ns.
- Per the slew report, the remaining headroom to the max-slew limit stands at 93.0%.
- Final tally of setup violations :: 0
- Portion of the clock cycle consumed by the worst path in the final layout :: 89.2%
- Final critical delay including setup and external delays :: 4.46 ns
- Setup repair after global routing left no endpoint under its margin.

** Floorplanning
- The core region is 3420 µm².
- Num rows :: 21
- In this run the count of I/O pins placed on the die edge is 14.
- Die x size :: 80 µm
- The floorplan step defined a die boundary enclosing 6400 µm².
- Die height :: 80 µm
- Floorplan core density :: 4.32%

** Global route
- The global routing report lists combined usage of all routing layers as 1.39%.
- Number of antenna violations at the first check in global routing :: 0
- The global route stage reports its total congestion overflow as 0.
- The number of global-route vias before repair is 162.
- Largest net degree at the start of global routing :: 2
- First-pass GRT wire length :: 710 µm

** Outcome
- The run finished with clean final reports.

** Hold path
- Type of the tightest min-delay check :: primary input to primary output

** CTS
- Post-cts gate resize count :: 0
- Looking at the post-CTS report, the setup buffer insertion count equals 0.
- Quantity of hold-fixing buffers added after cts :: 0

** Worst setup path
- Data on the critical path is required at its endpoint by 4.00 ns.
- WS Path Type :: primary input to primary output
- Startpoint class of the critical path :: primary input
- Arrival time at the worst endpoint :: 3.46 ns
- Critical Path Fanout Max :: 1
- STA classifies the critical path endpoint as a primary output.

** Run
- Max-capacitance violation count :: 0
- Warnings raised by the tools during the run amount to 32.
## critical path: stages
cell and delay (ns):
clkdlybuf4s50_1 0.40, inv_1 0.08, fa_1 0.17, inv_1 0.05
fa_1 0.40, fa_1 0.37, inv_1 0.07, fa_1 0.40
inv_1 0.06, clkdlybuf4s50_1 0.46
## placed cells by master (no fill, tap or decap), drive strengths merged
cell	synthesis	layout
clkdlybuf4s50	0	14
inv	10	10
fa	4	4
## area by class of cell
type | count | area, µm²
Tap cell | 46 | 57.6
Multi-Input combinational cell | 4 | 80.1
Inverter | 10 | 37.5
Fill cell | 408 | 3100
Timing Repair Buffer | 14 | 140
## path summary, 6_finish.rpt
path | from | to | cells after the start
worst max-delay path | a[0] | s[3] | 10
worst min-delay path | b[3] | s[3] | 5
## power breakdown
group / internal [mW] / switching (mW) / leakage (nW) / total, mW
combinational: 0.0205 / 0.00812 / 0.137 / 0.0287
clock: 0 / 0 / 0 / 0
sequential: 0 / 0 / 0 / 0
total: 0.0205 / 0.00812 / 0.137 / 0.0287
## kinds of logic after synthesis
group,share of synthesized area (%)
fa+ha+maj,54.2
buf+inv,45.8
## layer usage
metal	GRT usage, %	vias up	wire [µm]
met5	0	-	0
met4	0	0	0
met3	0.795	0	82
met2	1.77	14	111
met1	2.07	60	255
li1	-	60	-
## through the flow
| stage | hold slack (ns) | setup WS [ns] | instance area [µm²] |
|---|---|---|---|
| 4_1_cts | 3.07 | 0.489 | 315 |
| 5_1_grt | 3.12 | 0.383 | 315 |
| 3_5_place_dp | 3.06 | 0.504 | 315 |
| 2_1_floorplan | 2.22 | 1.42 | 148 |
| 6_report | 3.05 | 0.541 | 315 |
| 3_3_place_gp | 3.04 | 0.538 | 315 |
Power and IR drop assume default switching activity.

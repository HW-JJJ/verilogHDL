File: /design/flow/config.mk
export PLATFORM = sky130hd
export DESIGN_NAME = fsm_mealy
export DESIGN_NICKNAME = fsm_mealy
export VERILOG_FILES = /design/flow/design.v
export SDC_FILE = /design/flow/constraint.sdc
export NUM_CORES = 4
export LEC_CHECK = 1
export CORE_AREA = 10 10 70 70
export DIE_AREA = 0 0 80 80
File: /design/flow/constraint.sdc
current_design fsm_mealy

set clk_period 1.5
set clk_io_pct 0.2

create_clock -name clk0 -period $clk_period [get_ports {clk}]

set non_clock_inputs [all_inputs -no_clocks]
set_input_delay [expr $clk_period * $clk_io_pct] -clock clk0 $non_clock_inputs
set_output_delay [expr $clk_period * $clk_io_pct] -clock clk0 [all_outputs]
File: /design/flow/design.v
`timescale 1ns / 1ps
module fsm_mealy(
    input clk,
    input rst,
    input [2:0] sw,
    output [2:0] led
    );
    reg [2:0] r_led;
    reg [2:0] state, next;
    assign led = r_led;
    parameter [2:0] idle = 3'b000,
                    st1 = 3'b001,
                    st2 = 3'b010,
                    st3 = 3'b100,
                    st4 = 3'b111;
    always @ (posedge clk, posedge rst) begin
        if (rst) begin            
            state <= 0;
        end else begin            
            state <= next;
        end
    end
    always @ (*) begin
        next = state;     
        case (state)            
            idle : begin                
                if (sw == 3'b001) begin
                    next = st1;
                end else if (sw == 3'b010) begin
                    next = st2;
                end 
            end
            st1 : begin
                if (sw == 3'b010) begin
                    next = st2;
                end
            end
            st2 : begin
                if (sw == 3'b100) begin
                    next = st3;
                end
            end
            st3 : begin
                if (sw == 3'b000) begin
                    next = idle;
                end else if (sw == 3'b001) begin
                    next = st1;
                end else if (sw == 3'b111) begin
                    next = st4;
                end
            end
            st4 : begin
                if (sw == 3'b100) begin
                    next = st3;
                end
            end
            default: begin
                next = state;
            end
        endcase
    end
    always @ (*) begin
        r_led = 0;
        case (state)
            idle : begin            
                if (sw == 3'b001) begin           
                    r_led = 3'b001; 
                end else if (sw == 3'b010) begin
                    r_led = 3'b010;
                end else begin
                    r_led = 3'b000;              
                end
            end
            st1 : begin
                if (sw === 3'b010) begin
                    r_led = 3'b010;
                end else begin
                    r_led = 3'b001;
                end
            end
            st2 : begin
                if (sw == 3'b100) begin
                    r_led = 3'b100;
                end else begin
                    r_led = 3'b010;
                end
            end
            st3 : begin
                if (sw == 3'b000) begin
                    r_led = 3'b000;
                end else if (sw == 3'b001) begin
                    r_led = 3'b001;
                end else if (sw == 3'b111) begin
                    r_led = 3'b111;
                end else begin
                    r_led = 3'b100;
                end
            end
            st4 : begin
                if (sw == 3'b100) begin
                    r_led = 3'b100;
                end else begin
                    r_led = 3'b111;
                end
            end
            default : begin
                r_led = 3'b000;
            end
        endcase
    end
endmodule
File: /design/flow/run.sh
#!/bin/bash
# OpenROAD 26Q1-2900-gdf79404cd8, Yosys 0.63+post, stock flow scripts
make -C /OpenROAD-flow-scripts/flow DESIGN_CONFIG=/design/flow/config.mk WORK_HOME=/design/flow/orfs finish
==> impl_metrics.py <==
# Physical implementation metrics
metrics = {
    "outcome": {
        "outcome": "finished, violations left",
        "violations": "negative setup slack",
    },
    "finish": {
        "finish.instance_area_sq_um": 568,
        "fill_cells": 385,
        "flip_flop_count_of_the_largest_register_all_copies_and_words_added": 5,
        "final_util": 0.166,
        "largest_registers": "state (5)",
        "area_growth_syn_to_layout_pct": 73.3,
        "post_route_cells_drive_above_1_share": 0.459,
        "max_flop_register": "state",
    },
    "floorplanning": {
        "die-height_um": 80,
        "die_area_sq_mm": 0.00640,
        "core_util_floorplan": 0.0960,
        "die_x_um": 80,
        "num_rows": 21,
        "coreArea_sq_mm": 0.00342,
        "design.portCount": 8,
    },
    "synthesis": {
        "netlist-cell-type-count": 21,
        "number_of_enable_type_register_cells_in_the_synthesized_netlist": 0,
        "synth_top_cell_by_area": "sky130_fd_sc_hd__dfrtp_1",
        "synth.yosys.num_cells": 37,
        "yosys-top-cells-area": "sky130_fd_sc_hd__dfrtp_1 (31%), sky130_fd_sc_hd__dfstp_2 (8.0%), sky130_fd_sc_hd__inv_1 (6.9%)",
        "synthesized_area_sq_um": 328,
        "yosys_warnings": 1,
        "avgSynthCellArea_sq_um": 8.86,
        "top_area_frac": 0.305,
        "synth_seq_share": 0.385,
        "synthArstFlopShare": 1.00,
        "ys_seq_elements": 5,
        "ys_chip_area_sq_um": 328,
        "dominantRegCellSynth": "sky130_fd_sc_hd__dfrtp_1",
        "syn-instance-count": 37,
    },
    "timing": {
        "fin_worst_hold_slack_ps": 272,
        "fmaxAchievable_mhz": 640,
        "layout_setup_ws_ps": -63.1,
        "final-hold-violation-count": 0,
        "max_slew.worst_pin.slew_ps": 281,
        "fin_crit_sh": 1.04,
        "period_minus_slack_ps": 1560,
        "grt_setup_unrepaired": "true",
        "fin_skew_ps": 1.58,
        "setup_violations": 2,
        "timing.final.max_slew_violations": 0,
        "slew_headroom": 0.811,
    },
    "clock_network": {
        "worstSkewPairLatency_ps": 230,
        "root_buffer_cell": "sky130_fd_sc_hd__clkbuf_4",
        "cts_tree": "yes",
        "cts_max_level": 1,
        "number_of_buffers_created_by_cts": 3,
        "clkTransAtPathRegs_ps": 40,
        "cts-root-to-sink-buffers": 2,
        "tritoncts_num_sinks": 5,
    },
    "worst_setup_path": {
        "maximum_net_fanout_on_the_critical_path": 3,
        "worst-endpoint-required_ps": 1200,
        "reg2reg_to": "state[4]",
        "ff2ff_path_depth": 5,
        "timing.reg2reg.setup_slack_ps": 370,
        "rr_startpoint": "state[1]",
        "start_kind": "flop",
        "endpoint_kind": "output port",
        "timing.critical_path.arrival_ps": 1260,
        "worst-setup-path-type": "flop to output port",
    },
    "route": {
        "detail_route.first_pass.iterations": 3,
        "antenna_violating_nets_post_route": 0,
        "antennaDiodeCount": 0,
        "drt_drc_violations_left": 0,
        "post_detailed_route_via_to_cell_ratio": 3.29,
        "route.vias.total": 352,
        "wl_um": 868,
        "drt_iter0_drc": 11,
        "wire_per_inst_um": 8.11,
    },
    "global_route": {
        "overflow": 0,
        "grtUsageTotal": 0.0283,
        "antenna_violations_before_repair": 0,
        "grt_first_pass_wirelength_um": 1490,
        "grt_max_degree": 9,
        "grt_pass1_vias": 373,
    },
    "pwr": {
        "vdd.ir_drop.worst_uv": 150,
        "power_per_cell_area_mw_per_mm2": 868,
        "total_power_w": 0.000493,
        "leakagePower_nw": 0.241,
    },
    "place": {
        "gp_routability_congestion": 0.783,
        "place.port_buffers": 7,
        "hpwlAfterDp_um": 642,
        "placement.cell_area_sq_um": 499,
    },
    "job": {
        "timing.max_cap.violations": 0,
        "number_of_warning_messages_in_the_logs": 27,
    },
    "hold_path": {
        "hold_path.class": "input port to async pin",
    },
}
-- per-layer routing --
layer  part of all wire  GRT usage  vias to the layer above
met5                  0          0                        -
met4             0.0092    0.00880                        0
met3              0.084     0.0170                        2
met2               0.47     0.0465                        6
met1               0.44     0.0295                      162
li1                   -          -                      182
-- Yosys cell counts, drive strengths merged, types with 2 or more instances --
| library cell | n |
|---|---|
| o21ai | 5 |
| o211ai | 2 |
| buf | 2 |
| inv | 6 |
| a21oi | 4 |
| or2 | 2 |
| a31oi | 4 |
| dfrtp | 4 |
-- cell families (layout without fill, tap and decap cells) --
group / after synthesis / after routing / synth area share
AOI/OAI and AO/OA: 19 / 19 / 0.416
buffers and inverters: 8 / 32 / 0.118
DFF: 5 / 5 / 0.386
and+or+nand+nor: 5 / 5 / 0.0802
-- where the power goes --
| part | internal (W) | total [W] | switching (W) |
|---|---|---|---|
| registers | 0.000158 | 0.000172 | 0.0000139 |
| clock network | 0.000100 | 0.000148 | 0.0000481 |
| logic | 0.000103 | 0.000173 | 0.0000700 |
| total | 0.000361 | 0.000493 | 0.000132 |
-- repair_timing --
| action | in CTS | in global routing |
|---|---|---|
| pin swaps | 5 | 4 |
| buffers inserted | 5 | 2 |
| gates resized | 19 | 1 |
| hold buffers | 0 | 0 |
| setup endpoints to repair | 3 | 3 |
-- layout by cell type (no fill, tap or decap) --
cell type / instances
sky130_fd_sc_hd__o21ai_1: 1
sky130_fd_sc_hd__a31oi_2: 1
sky130_fd_sc_hd__o21ai_0: 4
sky130_fd_sc_hd__a31oi_1: 3
sky130_fd_sc_hd__o211ai_1: 2
sky130_fd_sc_hd__buf_2: 3
sky130_fd_sc_hd__o21ba_1: 1
sky130_fd_sc_hd__or2_1: 1
sky130_fd_sc_hd__inv_2: 2
sky130_fd_sc_hd__clkbuf_1: 1
sky130_fd_sc_hd__buf_4: 14
sky130_fd_sc_hd__clkdlybuf4s50_1: 1
sky130_fd_sc_hd__a2bb2oi_2: 1
sky130_fd_sc_hd__nand2_1: 1
sky130_fd_sc_hd__a21oi_1: 3
sky130_fd_sc_hd__nand2b_1: 1
sky130_fd_sc_hd__clkdlybuf4s15_1: 2
sky130_fd_sc_hd__nor2_2: 1
sky130_fd_sc_hd__o21bai_1: 1
sky130_fd_sc_hd__o32ai_1: 1
sky130_fd_sc_hd__clkbuf_4: 3
sky130_fd_sc_hd__dlygate4sd2_1: 1
sky130_fd_sc_hd__or2_0: 1
sky130_fd_sc_hd__dfstp_2: 1
sky130_fd_sc_hd__dfrtp_1: 4
sky130_fd_sc_hd__buf_6: 1
sky130_fd_sc_hd__a21oi_2: 1
sky130_fd_sc_hd__inv_1: 4
-- metrics by stage --
step           setup WS (ps)  setup TNS (ps)  std cells
3_3_place_gp            -586           -1640         96
6_report               -63.1            -112        107
2_1_floorplan            340               0         37
5_1_grt                 -153            -256        107
3_5_place_dp            -600           -1760         96
4_1_cts                -72.0            -128        105
-- worst max-delay path, stage by stage (launching register included) --
cell and delay [ps]:
sky130_fd_sc_hd__dfstp_2 530, sky130_fd_sc_hd__or2_0 100, sky130_fd_sc_hd__a31oi_1 100, sky130_fd_sc_hd__o211ai_1 180, sky130_fd_sc_hd__buf_2 130
-- cell type report --
cell class | instances | area [sq um] | share of cell area
Clock buffer | 4 | 26.3 | 0.0463
Inverter | 6 | 22.5 | 0.0396
Multi-Input combinational cell | 24 | 165 | 0.291
Sequential cell | 5 | 126 | 0.222
Tap cell | 46 | 57.6 | 0.101
Timing Repair Buffer | 22 | 170 | 0.300
-- how the worst max path moves through the flow --
stage / depth (start not counted) / endpoint / startpoint
4_1_cts: 4 / led[1] / state[0]
6_report: 4 / led[1] / state[0]
5_1_grt: 4 / led[1] / state[0]
Power is estimated from default activity; no workload was simulated.
